## flow/run.sh

```bash
#!/bin/bash
# OpenROAD 26Q1-2900-gdf79404cd8, Yosys 0.63+post, stock flow scripts
make -C /OpenROAD-flow-scripts/flow DESIGN_CONFIG=/design/flow/config.mk WORK_HOME=/design/flow/orfs finish
```

## flow/config.mk

```make
export PLATFORM = sky130hd
export DESIGN_NAME = four_bit_adder
export DESIGN_NICKNAME = four_bit_adder
export VERILOG_FILES = /design/flow/design.v
export SDC_FILE = /design/flow/constraint.sdc
export NUM_CORES = 4
export LEC_CHECK = 1
export CORE_AREA = 10 10 70 70
export DIE_AREA = 0 0 80 80
```

## flow/constraint.sdc

```tcl
current_design four_bit_adder

set clk_period 5.0
set clk_io_pct 0.2

create_clock -name clk0 -period $clk_period

set non_clock_inputs [all_inputs -no_clocks]
set_input_delay [expr $clk_period * $clk_io_pct] -clock clk0 $non_clock_inputs
set_output_delay [expr $clk_period * $clk_io_pct] -clock clk0 [all_outputs]
```

## flow/design.v

```verilog
module four_bit_adder(
	input [3:0]a,
	input [3:0]b,
	input cin,
	output [3:0]sum,
	output cout  );
	assign {cout,sum}=a+b+cin;
endmodule
module tb_4bit_adder;
    reg  [3:0] a, b;
    reg  cin;
    wire [3:0] sum;
    wire cout;
    four_bit_adder add1 (
        .a(a),
        .b(b),
        .cin(cin),
        .sum(sum),
        .cout(cout)
    );
    initial begin
        $display("A     B     CIN | SUM   COUT");
        a = 4'd10; b = 4'd2; cin = 0; #10;
        $display("%b  %b   %b   | %d	%b   %b", a, b, cin, sum, sum, cout);
        a = 4'd10; b = 4'd4; cin = 0; #10;
        $display("%b  %b   %b   | %d	%b   %b", a, b, cin, sum, sum, cout);
        a = 4'd10; b = 4'd6; cin = 0; #10;
        $display("%b  %b   %b   | %d	%b   %b", a, b, cin, sum, sum, cout);
        a = 4'd10; b = 4'd8; cin = 1; #10;
        $display("%b  %b   %b   | %d	%b   %b", a, b, cin, sum, sum, cout);
    end
endmodule
```

==> results.sh <==
# physical design summary
export IMPL_status="finished, final reports clean"
export IMPL_max_slew_margin=0.902
export IMPL_rsz0062_at_grt="false"
export IMPL_top_usage_layer="met1"
export IMPL_synth_stat_cells=16
export IMPL_dp_slack_ns=1.10
export IMPL_crit_path_start="a[0]"
export IMPL_drc_errors=0
export IMPL_rows=21
export IMPL_cts_hold_fix_buffers=0
export IMPL_finalHoldViolations=0
export IMPL_avgSynthCellArea_um2=8.99
export IMPL_grt_pass1_wl_um=793
export IMPL_viasPerCell=2.00
export IMPL_nFlopsAndLatches=0
export IMPL_finalSetupViolCount=0
export IMPL_fmax_mhz=258
export IMPL_die_w_um=80
export IMPL_p_leak_nw=0.135
export IMPL_vias=152
export IMPL_clockBufferCount=0
export IMPL_crit_path_cell_trace="clkdlybuf4s50_1, fa_1, inv_1, fa_1, inv_1, clkdlybuf4s50_1"
export IMPL_post_cts_buffers=0
export IMPL_hold_depth=4
export IMPL_gp_congestion=0.770
export IMPL_firstDrtPassIters=1
export IMPL_ctsResizeCount=0
export IMPL_use_met2=0.0177
export IMPL_grt_max_degree=4
export IMPL_end_kind="output pin"
export IMPL_tightestPinTransition_ns=0.145
export IMPL_yosys_warnings=0
export IMPL_grt_use_met3=0.0170
export IMPL_port_buffers=14
export IMPL_antenna_cells=0
export IMPL_critPathMaxFanout=2
export IMPL_synth_distinct_cells=9
export IMPL_final_area_um2=342
export IMPL_seqCellArea_um2=0
export IMPL_crit_path_max_incr_delay_ns=0.46
export IMPL_startpoint_type="input port"
export IMPL_crit_slowest_cell="clkdlybuf4s50_1"
export IMPL_post_dp_hpwl_um=484
export IMPL_drtIter0Drc=0
export IMPL_globalRouteOverflowTotal=0
export IMPL_wirelength_um=507
export IMPL_critPathArrivalTime_ns=2.88
export IMPL_warnings=35
export IMPL_grt_use_met1=0.0205
export IMPL_grt_pass1_vias=156
export IMPL_dieArea_mm2=0.00640
export IMPL_fp_coreArea_mm2=0.00342
export IMPL_period_needed_ns=3.88
export IMPL_postSynthCellCount=16
export IMPL_area_growth_pct=137
export IMPL_detail_route_antenna_nets=0
export IMPL_initCoreUtil=0.0421
export IMPL_dp_cells=76
export IMPL_worstPathRequired_ns=4.00
export IMPL_die_height_um=80
export IMPL_fin_tns_setup_ns=0
export IMPL_detail_route_wl_per_cell_um=6.67
export IMPL_instances_no_fill=76
export IMPL_dpl_cell_area_um2=342
export IMPL_p_per_area_mw_per_mm2=99.9
export IMPL_ys_seq_frac=0
export IMPL_finalCritPeriodShare=0.775
export IMPL_antenna_found_initial=0
export IMPL_ir_worst_vdd_mv=0.0103
export IMPL_drv_slew=0
export IMPL_grt_usage=0.0157
export IMPL_io_pins=14
export IMPL_cp_endpoint="sum[1]"
export IMPL_drive_above_1_share=0.0333
export IMPL_drv_cap=0
export IMPL_path_class="input port to output pin"
export IMPL_ys_area_um2=144
export IMPL_finalWorstSetupSlack_ns=1.12
export IMPL_syn_area_um2=144
export IMPL_postLayoutCoreUtil=0.100
export IMPL_hp_class="input port to output pin"
[placed cells by master, fill, tap and decap left out]
cell type	n
inv_1	4
clkdlybuf4s50_1	14
nor2b_1	1
ha_1	3
o21ai_0	1
fa_1	2
nand2b_1	1
a21oi_2	1
xnor2_1	2
a21o_1	1
[Yosys cell counts]
| cell type | count | share of area |
|---|---|---|
| fa_1 | 2 | 0.28 |
| nor2b_1 | 1 | 0.044 |
| nand2b_1 | 1 | 0.044 |
| xnor2_1 | 2 | 0.12 |
| a21oi_2 | 1 | 0.061 |
| ha_1 | 3 | 0.26 |
| o21ai_0 | 1 | 0.035 |
| a21o_1 | 1 | 0.052 |
| inv_1 | 4 | 0.10 |
[worst max-delay path, delay by kind of cell]
kind | cells | cell delay, ns
buffers and inverters | 4 | 1.03
adders and majority gates | 2 | 0.85
[stage by stage]
stage / total power [mW] / hold WS (ns)
after global routing: 0.0388 / 3.11
after CTS: 0.0351 / 3.08
final: 0.0341 / 3.08
after detailed placement: 0.0349 / 3.09
after floorplan: 0.0107 / 2.10
after global placement: 0.0348 / 3.09
[area by class of cell]
class	count	area, um2
well taps	46	57.6
inverters	4	15.0
fillers	399	3070
multi-input cells	12	129
repair buffers	14	140
[cells by family (layout without fill, tap and decap cells)]
logic type	count (synthesis)	in the layout	share of synthesized area
fa+ha+maj	5	5	0.539
buf+inv	4	18	0.104
compound gates	3	3	0.148
xor+xnor	2	2	0.122
simple gates	2	2	0.0870
[where the power goes]
part | internal (mW) | switching, mW | total [mW] | leakage (nW)
Sequential | 0 | 0 | 0 | 0
Clock | 0 | 0 | 0 | 0
Combinational | 0.0244 | 0.00974 | 0.0341 | 0.135
Total | 0.0244 | 0.00974 | 0.0341 | 0.135
[worst min path at each step]
stage	startpoint	endpoint	slack [ns]
4_1_cts	b[3]	sum[3]	3.08
5_1_grt	cin	sum[0]	3.11
6_report	b[3]	sum[3]	3.08
[per-layer routing]
layer / wire length [um] / up-vias / share of wire
li1: - / 78 / -
met1: 198 / 62 / 0.39
met2: 146 / 12 / 0.29
met3: 162 / 0 / 0.32
met4: 0 / 0 / 0
met5: 0 / - / 0
Power and IR drop assume default switching activity.
