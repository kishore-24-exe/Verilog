==> flow/design.v <==
module eight_bit_adder(
    input  [7:0] a,
    input  [7:0] b,
    input        cin,
    output [7:0] sum,
    output       cout
);
    assign {cout, sum} = a + b + cin;
endmodule
module sixteen_bit_adder(
    input  [15:0] a,
    input  [15:0] b,
    input         cin,
    output [15:0] sum,
    output        cout
);
    wire c1; 
    eight_bit_adder a1 (
        .a(a[7:0]),
        .b(b[7:0]),
        .cin(cin),
        .sum(sum[7:0]),
        .cout(c1)
    );
    eight_bit_adder a2 (
        .a(a[15:8]),
        .b(b[15:8]),
        .cin(c1),
        .sum(sum[15:8]),
        .cout(cout)
    );
endmodule
module tb_sixteen_bit_adder;
    reg  [15:0] a, b;
    reg         cin;
    wire [15:0] sum;
    wire        cout;
    sixteen_bit_adder adder16 (
        .a(a),
        .b(b),
        .cin(cin),
        .sum(sum),
        .cout(cout)
    );
    initial begin
        $display("A\tB\tCIN\tSUM\tSUM\tCOUT");
        a = 16'h00FF; b = 16'h0001; cin = 0; #10;
        $display("%h\t%h\t%b\t%h\t%d\t%b", a, b, cin, sum, sum, cout);
        a = 16'h00FF; b = 16'h0011; cin = 0; #10;
        $display("%h\t%h\t%b\t%h\t%d\t%b", a, b, cin, sum, sum, cout);
        a = 16'h00FF; b = 16'h0111; cin = 1; #10;
        $display("%h\t%h\t%b\t%h\t%d\t%b", a, b, cin, sum, sum, cout);
    end
endmodule
==> flow/run.sh <==
#!/bin/bash
# OpenROAD 26Q1-2900-gdf79404cd8, Yosys 0.63+post, stock flow scripts
make -C /OpenROAD-flow-scripts/flow DESIGN_CONFIG=/design/flow/config.mk WORK_HOME=/design/flow/orfs finish
==> flow/config.mk <==
export PLATFORM = sky130hd
export DESIGN_NAME = sixteen_bit_adder
export DESIGN_NICKNAME = sixteen_bit_adder
export VERILOG_FILES = /design/flow/design.v
export SDC_FILE = /design/flow/constraint.sdc
export NUM_CORES = 4
export LEC_CHECK = 1
export CORE_AREA = 10 10 81 81
export DIE_AREA = 0 0 91 91
==> flow/constraint.sdc <==
current_design sixteen_bit_adder

set clk_period 8.9
set clk_io_pct 0.2

create_clock -name clk0 -period $clk_period

set non_clock_inputs [all_inputs -no_clocks]
set_input_delay [expr $clk_period * $clk_io_pct] -clock clk0 $non_clock_inputs
set_output_delay [expr $clk_period * $clk_io_pct] -clock clk0 [all_outputs]
==> results_dict.tcl <==
# place-and-route summary
set metrics [dict create \
    areaGrowthSynthToFinish_pct 85.5 \
    clkPwrFrac_pct 0 \
    syn_area_per_cell_um2 7.76 \
    gr-usage-all-layers_pct 4.94 \
    drtIter0Drc 23 \
    antenna_found_initial 0 \
    powerDensity_mw_per_mm2 69.7 \
    ys_seq_share_pct 0 \
    ff_count 0 \
    synthTopCellsByArea "ha_1 26%, fa_1 12%, xnor2_1 7.7%, a21oi_1 6.6%, nand2b_1 6.4%" \
    yosys.area_share.adder_pct 37.4 \
    criticalPathCategory "in -> out" \
    drtAntennaViolNets 0 \
    antenna_cells 0 \
    common_cells "14 x ha_1, 11 x inv_1, 9 x a21oi_1" \
    combPwrFrac_pct 100.0 \
    io_pins 50 \
    intPower_mw 0.0587 \
    dpl.hpwl_um 2020 \
    switching_share_pct 33.5 \
    logic_family "adder cells" \
    mux_share_pct 1.47 \
    crit_arrival_ps 5490 \
    io_buffers 50 \
    fillers 532 \
    grt_pass1_vias 762 \
    yosysUniqueCellTypes 27 \
    slew_viol_final 0 \
    setup_violations 0 \
    fp_util_pct 14.2 \
    synth-simple-area-share_pct 20.1 \
    regArea_um2 0 \
    hold_viol 0 \
    cts_setup_buffers 0 \
    slew-limit-headroom_pct 77.9 \
    top_cell_area_share_pct 25.6 \
    irDropWorstVdd_mv 0.0251 \
    nClkBuffers 0 \
    rsz0062_at_grt "false" \
    hold_buffers 0 \
    max_cap_viol_count 0 \
    first_pass_iters 4 \
    drc_errors 0 \
    core.rowCount 25 \
    start_kind "input pin" \
    via_per_inst 3.74 \
    via_count 766 \
    syn-instance-count 88 \
    compound_area_share_pct 23.4 \
    wl_per_cell_um 10.5 \
    xor_share_pct 11.5 \
    min_period_over_period_pct 81.7 \
    p_leak_nw 0.543 \
    status "completed" \
    yosys_area_um2 683 \
    tightest_slew_ps 323 \
    die_y_um 91 \
    syn_area_um2 683 \
    drive_gt1_share_pct 1.45 \
    clock.fmax_mhz 138 \
    place_congestion 0.782 \
    switchingPower_mw 0.0296 \
    worst-path-max-fanout 2 \
    required_ps 7120 \
    chip_area_mm2 0.00828 \
    most_common_cell "ha_1" \
    power_frac_seq_pct 0 \
    cts-resized-gates 0 \
    warnings 32 \
    largest_area_cell "ha_1" \
    placed_cell_area_mm2 0.00127 \
    grt_max_degree 6 \
    synth-cells-yosys 88 \
    grt_pass1_wl_um 3520 \
    fin_setup_tns_ps 0 \
    ys_warn_count 0 \
    final_area_mm2 0.00127 \
    core_area_mm2 0.00482 \
    hold_path.class "in -> out" \
    die-width_um 91 \
    wl_um 2150 \
    grt_overflow 0 \
    worstSetupEndpointType "output port" \
    period_minus_slack_ps 7270 \
]
-- final cells by class --
class,instances,area (µm²),share of cell area [%]
Inverter,11,41.3,3.26
Multi-Input combinational cell,77,642,50.6
Tap cell,67,83.8,6.61
Timing Repair Buffer,50,500,39.5
-- layer usage --
layer	up-vias	part of all wire [%]	track usage, %
met1	315	49	6.84
met4	0	0	0
met5	-	0	0
met3	0	11	2.24
met2	34	40	7.34
li1	417	-	-
-- stage by stage --
step / hold WS (ps) / utilization [%] / setup WS (ps) / power, mW / std cells
2_1_floorplan: 3670 / - / 2860 / 0.0358 / 88
5_1_grt: 4660 / 26.3 / 1260 / 0.100 / 205
4_1_cts: 4610 / 26.3 / 1580 / 0.0909 / 205
6_report: 4600 / 26.3 / 1630 / 0.0883 / 205
3_3_place_gp: 4610 / 26.3 / 1640 / 0.0909 / 205
3_5_place_dp: 4610 / 26.3 / 1590 / 0.0902 / 205
-- worst max-delay path, cell delays in order --
cell and delay [ps]:
clkdlybuf4s50_1 450, inv_1 50, fa_1 430, inv_1 80, fa_1 200, a21o_2 140
nand2_1 50, o21ai_0 270, a31oi_1 160, fa_1 420, fa_1 410, nand2b_1 180
a21oi_1 150, a211oi_1 90, o21ai_0 170, clkdlybuf4s50_1 490
-- power by group through the flow --
stage | logic (mW) | clock network (mW) | registers (mW)
finish | 0.0883 | 0 | 0
global route | 0.100 | 0 | 0
CTS | 0.0909 | 0 | 0
-- placed cells by master (no fill, tap or decap), types with 4 or more instances in the layout --
master,instances
clkdlybuf4s50_1,50
ha_1,14
inv_1,11
a21oi_1,9
nand2b_1,7
xnor2_1,6
nand2_1,4
nor2_1,4
fa_1,4
-- cells by family after synthesis --
family | Yosys count
AND-OR/OR-AND | 25
buffers and inverters | 11
adder cells (fa/ha/maj) | 18
multiplexers | 1
XOR/XNOR | 9
AND/OR/NAND/NOR | 24
-- worst paths after layout --
check  endpoint  depth (start not counted)  startpoint
min      sum[0]                          5         cin
max        cout                         16        a[0]
Power and IR drop assume default switching activity.
